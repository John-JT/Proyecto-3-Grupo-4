--- flow/design.v ---
`timescale 1ns / 1ps
module filtro_2(
    input wire reloj,
    input wire reset,
    input wire  [7:0] key_code,
    input wire got_code_tick,
    input wire bit_paridad,
    output wire [7:0] dato_listo,
    output wire paridad,
    output wire xor_dato,
    output tick
    );
    reg [7:0] dato_listo_reg1;
    reg [7:0] dato_listo_reg2;
    reg [7:0] dato_listo_reg;
    reg tick1;
    reg [1:0] cont_borrar;
    reg limpiar_d1;
    reg pare;
    reg [7:0] dato_listo_reg3;
    assign dato_listo = dato_listo_reg3;
    assign xor_dato =  dato_listo_reg1;
    assign paridad = xor_dato ~^ bit_paridad;
    assign tick = tick1;
    always @(posedge reloj)
    begin
    tick1 <= got_code_tick;
    end
    always @(posedge reloj)
    begin
    if (reset)
        dato_listo_reg = 8'h00;
    else
        dato_listo_reg = dato_listo_reg1;
    end
    always @(posedge reloj)
        begin
        if (tick1)
        limpiar_d1 <= 1;
        else if(tick1 == 0 && pare == 1)
        limpiar_d1 <= 0;
        else 
        limpiar_d1 <= limpiar_d1;
        end 
always @(posedge reloj)
       begin
       if (limpiar_d1 && cont_borrar == 2'b11)
        begin
        cont_borrar <= 0;
        pare <= 1;
        end
       else if (limpiar_d1 && cont_borrar != 2'b11)
       begin
       cont_borrar <= cont_borrar + 1;
       pare <= 0;
       end
       else 
        cont_borrar <= cont_borrar;
       end 
       always @(posedge reloj)
       begin
       if(limpiar_d1)
       dato_listo_reg3 <= dato_listo_reg2;
       else 
       dato_listo_reg3 <= 7'h00;
       end 
    always @*
    begin
    dato_listo_reg1 = dato_listo_reg;
    if (got_code_tick)
     begin
      case (key_code)
          8'h05  : begin
                   dato_listo_reg1 = 8'h05;
                   end
          8'h06  : begin
                      dato_listo_reg1 = 8'h06;
                   end
          8'h04  : begin
                      dato_listo_reg1 = 8'h04;
                   end
          8'h0c  : begin
                      dato_listo_reg1 = 8'h0c;
                   end
          8'h03  : begin
                      dato_listo_reg1 = 8'h03;
                   end
          8'h1d  : begin
                      dato_listo_reg1 = 8'h1d;
                    end
          8'h1c  : begin
                      dato_listo_reg1 = 8'h1c;
                    end
          8'h1b  : begin
                      dato_listo_reg1 = 8'h1b;
                   end                   
          8'h23  : begin
                      dato_listo_reg1 = 8'h23;
                   end                
          default: begin
                    dato_listo_reg1 = 8'h00;
                   end
       endcase
     end
    else 
        dato_listo_reg1 = dato_listo_reg1;
    end
    always @(*)
    begin
        if (paridad) 
            dato_listo_reg2 = dato_listo_reg1;
        else 
            dato_listo_reg2 = 8'h00;   
    end
endmodule
module PS2_Ctrl
   (
    input wire reloj, reset,
    input wire ps2d, ps2c,
    output wire rx_done_tick,
    output wire [7:0] dout,
    output wire bit_pari_tecla
   );
   localparam [1:0]
      idle = 2'b00,
      dps  = 2'b01,
      load = 2'b10;
   reg [1:0] state_reg, state_next;
   reg [7:0] filter_reg;
   wire [7:0] filter_next;
   reg f_ps2c_reg;
   wire f_ps2c_next;
   reg [3:0] n_reg, n_next;
   reg [10:0] b_reg, b_next;
   wire fall_edge;
   reg rx_done_tick_reg;
   always @(posedge reloj, posedge reset)
   if (reset)
      begin
         filter_reg <= 0;
         f_ps2c_reg <= 0;
      end
   else
      begin
         filter_reg <= filter_next;
         f_ps2c_reg <= f_ps2c_next;
      end
   assign filter_next = {ps2c, filter_reg[7:1]};
   assign f_ps2c_next = (filter_reg==8'b11111111) ? 1'b1 :
                        (filter_reg==8'b00000000) ? 1'b0 :
                         f_ps2c_reg;
   assign fall_edge = f_ps2c_reg & ~f_ps2c_next;
   assign rx_done_tick = rx_done_tick_reg;
   always @(posedge reloj, posedge reset)
      if (reset)
         begin
            state_reg <= idle;
            n_reg <= 0;
            b_reg <= 0;
         end
      else
         begin
            state_reg <= state_next;
            n_reg <= n_next;
            b_reg <= b_next;
         end
   always @*
   begin
      state_next = state_reg;
      rx_done_tick_reg = 1'b0;
      n_next = n_reg;
      b_next = b_reg;
      case (state_reg)
         idle:
            if (fall_edge)
               begin
                  b_next = {ps2d, b_reg[10:1]};
                  n_next = 4'b1001;
                  state_next = dps;
               end
         dps:  
            if (fall_edge)
               begin
                  b_next = {ps2d, b_reg[10:1]};
                  if (n_reg==0)
                     state_next = load;
                  else
                     n_next = n_reg - 1;
               end
         load:  
            begin
               state_next = idle;
               rx_done_tick_reg = 1'b1;
            end
      endcase
   end
   assign dout = b_reg[8:1];  
   assign bit_pari_tecla = b_reg[9];
endmodule
module kb_code
   (
    input wire reloj, reset,rx_done_tick,
    input wire [7:0] dout, 
    input wire bit_pari_tecla,
    output wire got_code_tick,
    output wire [7:0] key_code,
    output wire bit_paridad
   );
   localparam BRK = 8'hf0;  
   localparam
      wait_brk = 1'b0,
      get_code = 1'b1;
   reg state_reg, state_next;
   reg [7:0] key_code_reg;
   reg got_code_tick_reg;
   reg bit_paridad_reg;
    assign key_code = key_code_reg;
    assign got_code_tick = got_code_tick_reg;
    assign bit_paridad = bit_paridad_reg;
   always @(posedge reloj, posedge reset)
      if (reset)
         state_reg <= wait_brk;
      else
         state_reg <= state_next;
   always @(*)
   begin
      got_code_tick_reg = 1'b0;
      state_next = state_reg;
      case (state_reg)
         wait_brk:   
            if (rx_done_tick==1'b1 && dout==BRK)
               state_next = get_code;
         get_code:   
            if (rx_done_tick)
               begin
                  got_code_tick_reg =1'b1;
                  state_next = wait_brk;
                  key_code_reg = dout;
                  bit_paridad_reg = bit_pari_tecla;
               end
      endcase
   end
endmodule
`timescale 1ns / 1ps
module teclado_todo(
    input wire reloj,
    input wire reset,
    input wire ps2c,
    input wire ps2d,
    output wire [7:0] dato_listo,
    output wire bit_paridad,
    output wire paridad,
    output wire xor_dato,
    output tick
    );
    wire [7:0] dout;
    wire rx_done_tick;
    wire [7:0] key_code;
    wire got_code_tick;
    wire bit_pari_tecla;
 PS2_Ctrl ins_PS2_Ctrl (
     .reloj(reloj), 
     .reset(reset),
     .ps2d(ps2d), 
     .ps2c(ps2c), 
     .rx_done_tick(rx_done_tick),
     .dout(dout),
     .bit_pari_tecla(bit_pari_tecla)
 );   
 kb_code ins_kb_code (
     .reloj(reloj), 
     .reset(reset), 
     .rx_done_tick(rx_done_tick), 
     .dout(dout), 
     .bit_pari_tecla(bit_pari_tecla),
     .got_code_tick(got_code_tick), 
     .key_code(key_code),
     .bit_paridad(bit_paridad)
 );  
 filtro_2 ins_filtro_2 (
    .reloj(reloj),
    .reset(reset),
    .key_code(key_code),
    .got_code_tick(got_code_tick),
    .bit_paridad(bit_paridad),
    .dato_listo(dato_listo),
    .paridad(paridad),
    .xor_dato(xor_dato),
    .tick(tick)
 ); 
endmodule
--- flow/run.sh ---
#!/bin/bash
# OpenROAD 26Q1-2900-gdf79404cd8, Yosys 0.63+post, stock flow scripts
make -C /OpenROAD-flow-scripts/flow DESIGN_CONFIG=/design/flow/config.mk WORK_HOME=/design/flow/orfs finish
--- flow/config.mk ---
export PLATFORM = sky130hd
export DESIGN_NAME = teclado_todo
export DESIGN_NICKNAME = teclado_todo
export VERILOG_FILES = /design/flow/design.v
export SDC_FILE = /design/flow/constraint.sdc
export NUM_CORES = 4
export LEC_CHECK = 1
export CORE_UTILIZATION = 50
--- flow/constraint.sdc ---
current_design teclado_todo

set clk_period 4.1
set clk_io_pct 0.2

create_clock -name clk0 -period $clk_period [get_ports {reloj}]

set non_clock_inputs [all_inputs -no_clocks]
set_input_delay [expr $clk_period * $clk_io_pct] -clock clk0 $non_clock_inputs
set_output_delay [expr $clk_period * $clk_io_pct] -clock clk0 [all_outputs]
==> flow_metrics.tcl <==
# flow metrics
set metrics [dict create \
    top_cells_by_area "dfrtp_1 31%, dfxtp_1 20%, dlxtn_1 6.5%" \
    yosys.area_share.simple 0.158 \
    drive_above_1_share 0.146 \
    hold_ws_ns 0.402 \
    port_buffers 15 \
    hold_path.class "reg2reg" \
    r2r-start "ins_PS2_Ctrl.state_reg[1]" \
    clock_path_buffers 2 \
    dieHeight_um 66.6 \
    row_count 23 \
    crit_fanout 20 \
    cts_root_buf "clkbuf_8" \
    warnings 25 \
    slowest_stage "clkdlybuf4s50_1" \
    htreeDepth 2 \
    clkLatencyLatePin_ns 0.30 \
    ys.flop_type "dfrtp_1" \
    crit_path_max_incr_delay_ns 0.47 \
    register_area_mm2 0.00123 \
    cp.required_ns 3.28 \
    ys_cells 178 \
    gr-total-overflow 0 \
    synth_top_area_share 0.312 \
    period_needed_ns 3.30 \
    maxCapViolations 0 \
    post_cts_buffers 0 \
    worstSetupStartpoint "ins_PS2_Ctrl.state_reg[1]" \
    n_fill_cell 338 \
    timing.fmax_mhz 303 \
    critPathLaunchType "flop" \
    die_area_mm2 0.00443 \
    drc 0 \
    fin_skew_ns 0.00688 \
    synth_cells 178 \
    edf_count 0 \
    largest_register_ffs 10 \
    timing.final.crit_share 0.805 \
    drtPass1Iterations 4 \
    wl_per_cell_um 13.4 \
    setup_viol 0 \
    stdcell_count 249 \
    cts_tree "done" \
    outcome "complete, no violations" \
    regToRegSetupSlack_ns 2.23 \
    gp_congestion 0.900 \
    async_reset_ff_frac 0.474 \
    synth-xor-area-share 0.00841 \
    ys_sh_adder 0.0120 \
    antenna_left 0 \
    r2r_end "ins_filtro_2.dato_listo_reg[0]" \
    antenna_found_initial 0 \
    grtUsageTotal 0.182 \
    diodes 0 \
    die_w_um 66.6 \
    ff2ff_path_depth 5 \
    syn_area_per_cell_um2 11.7 \
    final.setup.tns_ns 0 \
    place_hpwl_mm 2.37 \
    synthMuxAreaShare 0.0781 \
    final_cell_area_mm2 0.00241 \
    cts-buffers-inserted 5 \
    p_total_mw 0.832 \
    core_area_mm2 0.00400 \
    synth.distinct_cells 50 \
    p_leak_nw 1.04 \
    slew_viol_final 0 \
    rsz0062_at_grt "false" \
    ios 16 \
    peakVddDrop_v 0.000256 \
    area_growth_pct 15.7 \
    relSlewSlack 0.579 \
    post-route-util 0.602 \
    wl_mm 3.35 \
    yosysWarnings 3 \
    grt_pass1_vias 1220 \
    arrival_ns 2.48 \
    crit_chain "nand2_1, inv_1, nor2_1, a31oi_4, xnor2_1, clkdlybuf4s50_1" \
    netlist_area_mm2 0.00208 \
    critPathKind "reg2out" \
    ys_area_mm2 0.00208 \
    place_area_mm2 0.00229 \
    setup_slack_ns 0.798 \
    grt_max_degree 21 \
    grt_pass1_wl_mm 5.82 \
    hold_viol_final 0 \
    p_per_area_mw_per_mm2 345 \
    fp_util 0.521 \
    clkTransAtPathRegs_ns 0.09 \
    unclocked_regs 9 \
    setup.worst_path.end "paridad" \
    pre_cts_ws_ns 1.13 \
    ys.flops 57 \
    layout.area.comb_um2 801 \
    critPathCaptureType "primary output" \
    ctsHoldBuffers 0 \
    synth.logic.top_family "simple AND/OR/NAND/NOR gates" \
    synth-compound-area-share 0.128 \
    cts_resized 0 \
    dp.cells 241 \
    num_vias 1366 \
    untimed_endpoints 10 \
    viasPerCell 5.49 \
    top_area_cell "dfrtp_1" \
    worst_pin_slew_ns 0.631 \
    drt_iter0_markers 81 \
]
## cells in the final DEF (no fill, tap or decap), drive strengths merged, types with 7 or more instances in the layout
cell type	count
nor2b	8
nor2	12
inv	10
clkdlybuf4s50	15
dfrtp	26
o21ai	7
nand2	8
mux2	10
dfxtp	21
dlxtn	9
## per-layer routing
layer	GRT usage	vias up	wire length (um)
met5	0	-	0
met4	0.0186	0	38
met3	0.0417	4	110
met2	0.265	18	1490
met1	0.304	655	1710
li1	-	689	-
## cell families after synthesis
family                     count (synthesis)
AOI/OAI and AO/OA                         33
xor gates and xnor gates                   2
adders and majority gates                  2
buffers and inverters                     13
DFF                                       48
latches                                    9
muxes                                     15
and+or+nand+nor                           56
## report_power, final
part	internal (mW)	total (mW)	switching (mW)
clock	0.184	0.340	0.156
sequential	0.475	0.480	0.00411
combinational	0.00445	0.0121	0.00763
## critical path: cells and delay by family (launching register included)
family          cells  cell delay (ns)
compound gates      1             0.06
xor+xnor            1             0.16
buf+inv             2             0.86
flops               1             0.39
simple gates        2             0.70
## worst min path at each step
stage / from / to / slack (ns) / depth (start not counted)
global route: ins_PS2_Ctrl.filter_reg[7] / ins_PS2_Ctrl.filter_reg[6] / 0.42 / 0
CTS: ins_PS2_Ctrl.filter_reg[7] / ins_PS2_Ctrl.filter_reg[6] / 0.40 / 0
finish: ins_PS2_Ctrl.filter_reg[7] / ins_PS2_Ctrl.filter_reg[6] / 0.40 / 0
## area by class of cell
cell class                      count  area share
Clock buffer                        5      0.0286
Clock inverter                      3      0.0192
Inverter                            9      0.0140
Multi-Input combinational cell    108       0.332
Sequential cell                    57       0.511
Tap cell                           50      0.0260
Timing Repair Buffer               17      0.0685
## synth_stat cells, drive strengths merged, types with 2 or more instances
| library cell | number |
|---|---|
| o22ai | 2 |
| nand2 | 8 |
| nand4 | 5 |
| and3 | 4 |
| nand2b | 2 |
| or3 | 2 |
| buf | 2 |
| nor2 | 12 |
| and3b | 2 |
| nor3 | 4 |
| and4 | 2 |
| nor2b | 8 |
| clkbuf | 2 |
| mux2 | 10 |
| mux2i | 5 |
| a22o | 2 |
| a31oi | 3 |
| nor4 | 2 |
| o21ai | 7 |
| a211oi | 5 |
| o31ai | 2 |
| dfxtp | 21 |
| dlxtn | 9 |
| dfrtp | 26 |
| inv | 9 |
| or4b | 2 |
| ha | 2 |
