## design.v

```verilog
`timescale 1ns / 1ps
module Interfaz_IO(
    input reloj,
    input interrupt_ack,
    input [7:0] port_id,  
    input [7:0] dato_tec,
    input interrupt_alarma,
    input interrupt_teclado,
    input interrupt_crono,
    input write_strobe,
    output [2:0] EnableOut,
    output [7:0] in_port,
    output interrupt
    );
    reg [2:0] enableout;
    reg [7:0] In_port;
    reg Interrupt;
    wire int_request;
    reg enable_crono = 1'b0;
    reg [3:0] cont = 9;
    assign int_request = interrupt_alarma | interrupt_teclado | interrupt_crono;
    always @(posedge reloj)
    begin
        if (interrupt_crono)
        begin
            cont <= 0;
            enable_crono <= 1'b0;
        end
        else if (cont < 9)
        begin
            cont <= cont + 1;
            enable_crono <= 1'b1;
        end
        else
        begin
            enable_crono <= 1'b0;
            cont <= 9;
        end
    end
    always@(*)
    begin
        if (write_strobe)
            case ({port_id[5:4],port_id[1:0]})  
                4'b0000: enableout = 3'b001;
                4'b0001: enableout = 3'b101;
                4'b0100: enableout = 3'b110;
                4'b0101: enableout = 3'b110;
                4'b1000: enableout = 3'b100;
                4'b1001: enableout = 3'b100;
                4'b1010: enableout = 3'b100;
                default: enableout = 3'b000;
            endcase
       else 
            enableout = 3'b000;
    end
        assign EnableOut = enableout;
    always@(*)
    begin
            if (interrupt_alarma && port_id == 8'h30)          
                In_port <= 8'd100;
            else if ( interrupt_alarma && port_id == 8'h31)
                In_port <= dato_tec;
            else if(enable_crono)
                In_port <= 8'd101;
            else
                In_port <= dato_tec;
    end  
        assign in_port = In_port;
always @ (posedge reloj)
          begin
              if (interrupt_ack == 1'b1) begin
                 Interrupt <= 1'b0;
              end
              else if (int_request == 1'b1) begin
                  Interrupt <= 1'b1;
              end
              else begin
                  Interrupt <= Interrupt;
              end
          end
          assign interrupt = Interrupt;
endmodule
```

## run.sh

```bash
#!/bin/bash
# OpenROAD 26Q1-2900-gdf79404cd8, Yosys 0.63+post, stock flow scripts
make -C /OpenROAD-flow-scripts/flow DESIGN_CONFIG=/design/flow/config.mk WORK_HOME=/design/flow/orfs finish
```

## config.mk

```make
export PLATFORM = sky130hd
export DESIGN_NAME = Interfaz_IO
export DESIGN_NICKNAME = Interfaz_IO
export VERILOG_FILES = /design/flow/design.v
export SDC_FILE = /design/flow/constraint.sdc
export NUM_CORES = 4
export LEC_CHECK = 1
export CORE_AREA = 10 10 70 70
export DIE_AREA = 0 0 80 80
```

## constraint.sdc

```tcl
current_design Interfaz_IO

set clk_period 3.1
set clk_io_pct 0.2

create_clock -name clk0 -period $clk_period [get_ports {reloj}]

set non_clock_inputs [all_inputs -no_clocks]
set_input_delay [expr $clk_period * $clk_io_pct] -clock clk0 $non_clock_inputs
set_output_delay [expr $clk_period * $clk_io_pct] -clock clk0 [all_outputs]
```

==> impl_metrics.py <==
# Synthesis and PnR figures
metrics = {
    "die": {
        "chip_area_um2": 6400,
        "ioPinCount": 34,
        "fp.dieW_um": 80,
        "row_count": 21,
        "die_height_um": 80,
        "coreArea_um2": 3420,
        "core_util_floorplan_pct": 10.6,
    },
    "yosys": {
        "ys_seq_share_pct": 33.2,
        "yosysTopAreaCellShare_pct": 33.2,
        "syn_inst": 40,
        "yosys_warnings": 1,
        "ys_ff": 6,
        "edf_count": 0,
        "top_area_cell": "dfxtp_1",
        "synth_cell_types": 20,
        "netlist_top_cells_area": "dfxtp_1, nor3b_1, ha_1",
        "synthArstFlopShare_pct": 0,
        "synth-area-yosys_um2": 362,
        "common_cells": "dfxtp_1, nor2_1, nor3b_1",
        "synthFlopType": "dfxtp_1",
        "yosys_cells": 40,
        "syn_area_per_cell_um2": 9.04,
        "synth_area_um2": 362,
    },
    "clock_tree": {
        "clk_pin_slew_worst_paths_ps": 40,
        "ctsHtreeMaxLevel": 1,
        "cts_tree": "yes",
        "cts.path.max_buffers": 2,
        "clock_tree.root_cell": "clkbuf_4",
        "hold_buffers": 0,
        "cts_buffers": 3,
        "cts_num_sinks": 6,
        "clk_latency_ps": 240,
    },
    "layout": {
        "final_cells": 132,
        "area_delta_synth_final_pct": 132,
        "layout-drive-gt1-share_pct": 27.9,
    },
    "power": {
        "power.total_uw": 224,
        "power_leakage_uw": 0.000353,
        "powerDensity_nw_per_um2": 267,
        "vdd_drop_max_mv": 0.150,
    },
    "worst_setup_path": {
        "cp_data_required_time_ps": 2480,
        "cp_slowest_cell": "o41a_1",
        "crit_path_max_incr_delay_ps": 480,
        "worst_ep_arrival_time_ps": 2420,
        "cp_max_fo": 7,
        "endpoint_kind": "output port",
        "path_cells": "dlygate4sd2_1, or4b_4, o41a_1, buf_4, or3_1, buf_2",
        "worstSetupPathType": "in -> out",
        "critPathLaunchType": "primary input",
    },
    "placed_design": {
        "gp_congestion": 0.803,
        "dp_cells": 124,
        "portBuffers": 33,
        "hpwl_um": 1230,
        "place_ws_ps": -388,
    },
    "global_route": {
        "antenna_found_initial": 0,
        "grt_pass1_wl_um": 2280,
        "grt_overflow": 0,
        "grt_max_degree": 8,
        "grt_pass1_vias": 480,
        "track_usage_pct": 4.52,
    },
    "sta": {
        "setup_violations": 0,
        "tightest_slew_ps": 260,
        "fmax_mhz": 329,
        "hold_viol_final": 0,
        "slew_headroom_pct": 82.4,
        "fin_setup_tns_ps": 0,
        "period_minus_slack_ps": 3040,
        "rsz0062_at_grt": "false",
        "worst_slack_ps": 58.0,
        "fin_skew_ps": 3.51,
        "whs_ps": 490,
        "maxSlewViolCount": 0,
        "finalCritPeriodShare_pct": 98.1,
    },
    "outcome": {
        "status": "finished clean",
    },
    "route": {
        "drcViolationCount": 0,
        "vias": 464,
        "ant_nets": 0,
        "routed_wl_um": 1470,
        "drt_iter0_drc": 15,
        "antenna_cells": 0,
        "drtPass1Iterations": 2,
        "routed_via_density": 3.52,
        "post_drt_wl_per_cell_um": 11.1,
    },
    "hold_path": {
        "hold_path_class": "reg -> reg",
    },
    "run": {
        "drv_cap": 0,
        "warning_count": 26,
    },
}
==> where the power goes <==
| group | internal (uW) | total (uW) | switching, uW |
|---|---|---|---|
| combinational | 47.8 | 68.0 | 20.1 |
| sequential | 82.7 | 86.1 | 3.49 |
| clock | 43.6 | 69.6 | 25.9 |
==> through the flow <==
| step | utilization (%) | cell area, um2 |
|---|---|---|
| floorplan | - | 362 |
| global placement | 23.0 | 787 |
| detailed placement | 23.0 | 787 |
| CTS | 24.9 | 850 |
| global route | 24.5 | 838 |
| finish | 24.5 | 838 |
==> layer usage <==
metal / GRT usage [%] / routed length [um] / share of wire (%)
met1: 5.60 / 663 / 45
met3: 2.73 / 142 / 9.7
met5: 0 / 0 / 0
met4: 0 / 0 / 0
met2: 6.98 / 662 / 45
==> worst max-delay path, delay by kind of cell <==
family / cells / cell delay, ps
AND/OR/NAND/NOR: 2 / 820
AND-OR/OR-AND: 1 / 480
buffers and inverters: 3 / 500
==> logic make-up after synthesis <==
| logic type | Yosys count | share of synthesized area, % |
|---|---|---|
| simple gates | 23 | 41.9 |
| buf+inv | 2 | 2.08 |
| flops | 6 | 33.2 |
| fa+ha+maj | 2 | 6.92 |
| xor+xnor | 1 | 2.42 |
| compound gates | 6 | 13.5 |
==> cell usage in the layout, fill, tap and decap left out <==
cell type | Yosys | routed
clkdlybuf4s50_1 | 0 | 22
buf_4 | 0 | 10
dlygate4sd2_1 | 0 | 7
dfxtp_1 | 6 | 6
nor2_1 | 6 | 6
nor3b_2 | 0 | 4
or3_1 | 3 | 3
clkbuf_4 | 0 | 3
clkbuf_2 | 0 | 3
nand2_1 | 2 | 2
inv_1 | 2 | 2
a21oi_1 | 2 | 2
and2_1 | 2 | 2
ha_1 | 2 | 2
or4b_4 | 1 | 1
nor4b_2 | 1 | 1
o41a_1 | 1 | 1
o21ba_2 | 1 | 1
nor4bb_1 | 1 | 1
nor4b_1 | 1 | 1
o2111a_1 | 1 | 1
nor4_1 | 1 | 1
nand2b_1 | 1 | 1
a31oi_1 | 1 | 1
xor2_1 | 1 | 1
buf_2 | 0 | 1
==> layout make-up <==
cell class / count / area (um2)
Fill cell: 365 / 2580
Timing Repair Buffer: 43 / 377
Multi-Input combinational cell: 32 / 254
Sequential cell: 6 / 120
Tap cell: 46 / 57.6
Clock buffer: 3 / 22.5
Inverter: 2 / 7.51
==> state kept, by name (all words and copies together) (netlist names) <==
name          cells
cont              4
Interrupt         1
enable_crono      1
==> path summary, 6_finish.rpt <==
check                            to  slack (ps)                    from  cells past startpoint
max reg2reg      cont[1]$_SDFF_PP0_        2020      cont[0]$_SDFF_PP0_                      5
min          Interrupt$_SDFFE_PP0P_         490  Interrupt$_SDFFE_PP0P_                      2
min reg2reg  Interrupt$_SDFFE_PP0P_         490  Interrupt$_SDFFE_PP0P_                      2
max                      in_port[2]          60        interrupt_alarma                      6
==> timing repair <==
item                       CTS  global route
setup endpoints to repair    8             5
resized                     17             6
setup buffers                5             0
pin swaps                   10             4
Power figures rest on the tool's default switching activity, not on a simulated workload.
